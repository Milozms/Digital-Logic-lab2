==> flow/design.v <==
`timescale 1ns / 1ps
module bin2bcd8bits(bin,thou,hund,tens,ones);
	input [15:0] bin;
	reg [15:0] bcd;
	output reg [3:0] thou,hund,tens,ones;
	integer i;
	always @(bin) begin
		bcd = 0;
		for(i=13;i>=0;i=i-1) begin
			if(bcd[3:0]>=5)
				bcd[3:0]=bcd[3:0]+3;
			if(bcd[7:4]>=5)
				bcd[7:4]=bcd[7:4]+3;
			if(bcd[11:8]>=5)
				bcd[11:8]=bcd[11:8]+3;
			if(bcd[15:12]>=5)
				bcd[15:12]=bcd[15:12]+3;
			bcd=bcd<<1;
			bcd[0]=bin[i];
		end
		thou=bcd[15:12];
		hund=bcd[11:8];
		tens=bcd[7:4];
		ones=bcd[3:0];
	end
endmodule
==> flow/run.sh <==
#!/bin/bash
# OpenROAD 26Q1-2900-gdf79404cd8, Yosys 0.63+post, stock flow scripts
make -C /OpenROAD-flow-scripts/flow DESIGN_CONFIG=/design/flow/config.mk WORK_HOME=/design/flow/orfs finish
==> flow/config.mk <==
export PLATFORM = sky130hd
export DESIGN_NAME = bin2bcd8bits
export DESIGN_NICKNAME = bin2bcd8bits
export VERILOG_FILES = /design/flow/design.v
export SDC_FILE = /design/flow/constraint.sdc
export NUM_CORES = 4
export LEC_CHECK = 1
export CORE_AREA = 10 10 98 98
export DIE_AREA = 0 0 108 108
==> flow/constraint.sdc <==
current_design bin2bcd8bits

set clk_period 21.1
set clk_io_pct 0.2

create_clock -name clk0 -period $clk_period

set non_clock_inputs [all_inputs -no_clocks]
set_input_delay [expr $clk_period * $clk_io_pct] -clock clk0 $non_clock_inputs
set_output_delay [expr $clk_period * $clk_io_pct] -clock clk0 [all_outputs]
==> flow_summary.json <==
{
  "status": "finished clean",
  "core_area_um2": 7650,
  "drt_iter0_markers": 166,
  "crit_path_max_incr_delay_ns": 0.65,
  "cts_repair_resize_count": 0,
  "crit_fanout": 11,
  "wirelength_mm": 9.52,
  "final_max_slew_viol_count": 0,
  "critical_path.startpoint_type": "primary input",
  "finalHoldViolations": 0,
  "fillers": 739,
  "antenna_violating_nets_post_route": 0,
  "fin_setup_tns_ns": 0,
  "port-buffer-count": 28,
  "path_class": "in -> out",
  "dp_hpwl_mm": 7.42,
  "cts_hold_repair.buffers": 0,
  "ff_latch_area_um2": 0,
  "die_y_um": 108,
  "max_slew_margin_pct": 42.4,
  "place_congestion": 0.917,
  "grt_start_max_net_pins": 23,
  "first_pass_grt_wire_length_mm": 17.0,
  "summed_instance_area_of_the_synthesized_netlist_um2": 3980,
  "crit_arrival_ns": 15.25,
  "initial_antenna_violation_count": 0,
  "tightestPinTransition_ns": 0.864,
  "number_of_endpoints_failing_setup_at_the_final_stage": 0,
  "vias_per_cell": 6.33,
  "dieWidth_um": 108,
  "synth.yosys.num_cells": 567,
  "cap_viol_max_count": 0,
  "warning_count": 40,
  "netlist_instances": 567,
  "numSequentialCells": 0,
  "synth_top_area_share_pct": 7.24,
  "synth.lib_cells_used.distinct": 104,
  "via_count_of_the_first_global_routing_pass": 3757,
  "post_drt_wl_per_cell_um": 14.2,
  "global_route.usage.total_pct": 16.2,
  "cp-end-kind": "output port",
  "netlist_top_cells_area": "sky130_fd_sc_hd__ha_1 7.2%, sky130_fd_sc_hd__mux2i_1 5.5%, sky130_fd_sc_hd__nor2_1 5.5%, sky130_fd_sc_hd__a21oi_1 4.5%, sky130_fd_sc_hd__nand2_1 3.9%",
  "ys_seq_share_pct": 0,
  "flow.area_growth_from_synthesis_pct": 6.92,
  "via_total_after_detailed_routing": 4250,
  "ys_area_um2": 3980,
  "cpMostUsedCell": "sky130_fd_sc_hd__ha_1",
  "final.clkbuf_count": 0,
  "post_route_cells_drive_above_1_share_pct": 11.6,
  "hold_path_class": "in -> out",
  "min_period_over_period_pct": 92.3,
  "diodes": 0,
  "top_cell": "sky130_fd_sc_hd__nor2_1",
  "row_count": 32,
  "hold_start": "bin[0]",
  "io_pins": 32,
  "drt_first_pass_iters": 5,
  "post_layout_minimum_cycle_time_ns": 19.47,
  "synth_warnings": 1,
  "syn_area_per_cell_um2": 7.01,
  "rsz0062_at_grt": "false",
  "min_delay_worst_endpoint": "ones[0]",
  "highest_delay_cell_along_the_critical_path": "sky130_fd_sc_hd__clkdlybuf4s50_1",
  "post-cts-setup-buffer-count": 0,
  "drc_errors": 0,
  "overall_overflow_remaining_after_global_route": 0,
  "max_freq_mhz": 51.4,
  "die_area_um2": 11700,
  "worstSetupStartpoint": "bin[12]",
  "synthTopCellsByCount": "58 x sky130_fd_sc_hd__nor2_1, 41 x sky130_fd_sc_hd__nand2_1, 36 x sky130_fd_sc_hd__a21oi_1",
  "netlist.top_cell.by_area": "sky130_fd_sc_hd__ha_1",
  "initial_core_util_pct": 52.0,
  "worstPathRequired_ns": 16.88,
  "number_of_cells_traversed_by_the_worst_hold_path": 0
}
==> through the flow <==
step | util [%] | instance area, um2 | hold slack [ns] | setup WS [ns] | cells
floorplan | - | 3980 | 8.47 | 4.09 | 567
global placement | 55.6 | 4250 | 8.44 | 1.77 | 671
detailed placement | 55.6 | 4250 | 8.44 | 1.71 | 671
CTS | 55.6 | 4250 | 8.44 | 1.67 | 671
global route | 55.6 | 4250 | 8.44 | 0.627 | 671
finish | 55.6 | 4250 | 8.44 | 1.63 | 671
==> final cells by class <==
class	instances	area, um2	area share [%]
multi-input combinational	505	3700	86.9
tap	102	128	3.00
inverter	34	133	3.12
timing repair buffer	30	295	6.95
==> critical path, delay by kind of cell <==
kind	cells	cell delay, ns
multiplexers	1	0.27
adder cells (fa/ha/maj)	9	2.26
buffers and inverters	10	1.91
XOR/XNOR	3	0.52
AND/OR/NAND/NOR	10	1.73
AND-OR/OR-AND	15	4.31
==> worst max-delay path by stage <==
stage | endpoint | slack [ns] | cells after the start
after CTS | thou[2] | 1.67 | 49
final | hund[0] | 1.63 | 48
after global routing | thou[2] | 0.63 | 49
==> layout by cell type, fill, tap and decap left out, drive strengths merged, types with 17 or more instances in the layout <==
master / count
a21oi: 41
clkdlybuf4s50: 28
ha: 23
inv: 32
mux2i: 23
nand2: 41
nand3: 18
nor2: 61
nor3: 17
o21ai: 34
==> cell families (layout without fill, tap and decap cells) <==
| logic type | Yosys count | count (layout) | share of synthesized area, % |
|---|---|---|---|
| adders and majority gates | 25 | 25 | 7.77 |
| and+or+nand+nor | 198 | 198 | 25.2 |
| buffers and inverters | 62 | 64 | 7.05 |
| xor gates and xnor gates | 21 | 21 | 6.20 |
| AOI/OAI and AO/OA | 228 | 228 | 44.8 |
| muxes | 33 | 33 | 9.00 |
==> routing by layer <==
layer | part of all wire (%) | global-route usage [%]
met5 | 0 | 0
met4 | 0.25 | 0.573
met3 | 3.7 | 0.783
met2 | 46 | 26.4
met1 | 50 | 24.3

File: flow/design.v
`timescale 1ns / 1ps
module bin2bcd(bin,tens,ones);
	input [4:0] bin;
	reg [7:0] bcd;
	output reg [3:0] tens,ones;
	integer i;
	always @(bin) begin
		bcd = 8'b00000000;
		for(i=4;i>=0;i=i-1) begin
			if(bcd[7:4]>=5)
				bcd[7:4]=bcd[7:4]+3;
			if(bcd[3:0]>=5)
				bcd[3:0]=bcd[3:0]+3;
			bcd=bcd<<1;
			bcd[0]=bin[i];
		end
		tens=bcd[7:4];
		ones=bcd[3:0];
	end
endmodule
File: flow/run.sh
#!/bin/bash
# OpenROAD 26Q1-2900-gdf79404cd8, Yosys 0.63+post, stock flow scripts
make -C /OpenROAD-flow-scripts/flow DESIGN_CONFIG=/design/flow/config.mk WORK_HOME=/design/flow/orfs finish
File: flow/config.mk
export PLATFORM = sky130hd
export DESIGN_NAME = bin2bcd
export DESIGN_NICKNAME = bin2bcd
export VERILOG_FILES = /design/flow/design.v
export SDC_FILE = /design/flow/constraint.sdc
export NUM_CORES = 4
export LEC_CHECK = 1
export CORE_AREA = 10 10 70 70
export DIE_AREA = 0 0 80 80
File: flow/constraint.sdc
current_design bin2bcd

set clk_period 1.8
set clk_io_pct 0.2

create_clock -name clk0 -period $clk_period

set non_clock_inputs [all_inputs -no_clocks]
set_input_delay [expr $clk_period * $clk_io_pct] -clock clk0 $non_clock_inputs
set_output_delay [expr $clk_period * $clk_io_pct] -clock clk0 [all_outputs]
==> results_dict.tcl <==
# collected from the flow reports
set metrics [dict create \
    synth_chip_area_um2 338 \
    grt_usage_pct 3.51 \
    cp_cell_sequence "buf_8, inv_6, ha_4, inv_4, ha_4, buf_6, nor2_4, o22ai_4, buf_6, or3_4, o211ai_2, buf_2" \
    worst-path-stages 12 \
    cp.arrival_ns 1.81 \
    logic_area_um2 372 \
    wl_mm 1.15 \
    layout-drive-gt1-share_pct 67.1 \
    fin_crit_ns 2.17 \
    grt_max_degree 9 \
    setup_violations 5 \
    cp_slowest_cell "or3_4" \
    top_area_cell "ha_1" \
    synth.distinct_cells 28 \
    globalplace.congestion 0.846 \
    fp.dieH_um 80 \
    dpl.cell_count 105 \
    endpoint_kind "output pin" \
    cellLeakagePower_nw 0.278 \
    drv_cap 0 \
    syn_avg_cell_area_um2 7.34 \
    ys_seq_share_pct 0 \
    synth_area_um2 338 \
    power_density_nw_per_um2 298 \
    path_class "primary input to output pin" \
    vias 422 \
    yosys_warnings 1 \
    common_cells "o21ai_0 (5), inv_1 (4), buf_4 (3), ha_1 (3), nor2_1 (3)" \
    drt_iter0_drc 16 \
    area.growth.synth_to_final_pct 106 \
    stdcell_count 116 \
    violations "setup timing" \
    warnings 36 \
    top_cell "o21ai_0" \
    hold_violations 0 \
    grt_pass1_wl_mm 1.98 \
    wl_per_cell_um 9.92 \
    hold_buffers 0 \
    clkbuf_count 0 \
    hold_path.class "primary input to output pin" \
    drcViolationCount 0 \
    io_pins 13 \
    outcome "complete, but fails checks" \
    dp.final_hpwl_um 778 \
    grt_pass1_vias 418 \
    final.setup.tns_ns -1.25 \
    yosys_cells 46 \
    crit_buf_inv 6 \
    num_rows 21 \
    synthCells 46 \
    grt_antenna_before_repair 0 \
    core_um2 3420 \
    synth.top_cell.area_share_pct 11.1 \
    cp_top_family "buffers and inverters" \
    worst-path-max-fanout 3 \
    design_power_total_w 0.000208 \
    period_used_pct 121 \
    rsz0062_at_grt "true" \
    layout_setup_ws_ns -0.374 \
    antenna_left 0 \
    fp-utilization_pct 9.89 \
    top_cells_by_area "ha_1 (11%), o21ai_0 (7.4%), buf_4 (6.7%)" \
    clock.fmax_mhz 460 \
    dp_slack_ns -1.23 \
    nFillCells 377 \
    cp-startpoint "bin[3]" \
    antennaDiodeCount 0 \
    holdWs_ns 0.720 \
    vdd_drop_max_v 0.000138 \
    crit_path_max_incr_delay_ns 0.35 \
    ff_count 0 \
    overflow 0 \
    cp.required_ns 1.44 \
    start_kind "primary input" \
    vias_per_cell 3.64 \
    cp-endpoint "ones[3]" \
    drv_slew 0 \
    die.size.x_um 80 \
    dieArea_um2 6400 \
    dr.pass1.iters 4 \
    flop_area_um2 0 \
    io_buffers 9 \
]
cell usage in the layout, fill, tap and decap left out, types with 2 or more instances in the layout:
master	n
dlygate4sd2_1	2
o22ai_1	2
buf_8	2
o21ai_1	4
buf_6	3
ha_4	3
nand2_1	2
conb_1	2
buf_2	4
inv_6	2
buf_4	17
logic make-up after synthesis:
family | Yosys count | synth area share, %
buffers and inverters | 10 | 19.3
and+or+nand+nor | 13 | 20.7
AOI/OAI and AO/OA | 14 | 33.0
muxes | 3 | 9.63
adders and majority gates | 3 | 11.1
other | 1 | 1.11
xor gates and xnor gates | 2 | 5.19
area by class of cell:
class	count	area share (%)
repair buffers	29	34.4
well taps	46	8.27
multi-input cells	37	53.4
inverters	4	3.96
repair_timing:
item	CTS	global route
setup buffers	11	0
resized	43	7
pin swaps	8	6
gates cloned	0	0
endpoints found under the setup margin	5	5
per-layer routing:
| metal | wire length [um] | GRT usage (%) |
|---|---|---|
| met2 | 503 | 5.06 |
| met3 | 32 | 0.227 |
| met1 | 615 | 5.75 |
| met5 | 0 | 0 |
| met4 | 0 | 0 |
how the worst min path moves through the flow:
stage | cells after the start | slack (ns) | from | to
4_1_cts | 0 | 0.72 | bin[0] | ones[0]
5_1_grt | 0 | 0.72 | bin[0] | ones[0]
6_report | 0 | 0.72 | bin[0] | ones[0]
report_power, final:
part / total (W) / switching, W / leakage [nW] / internal [W]
Clock: 0 / 0 / 0 / 0
Combinational: 0.000208 / 0.0000865 / 0.278 / 0.000121
Sequential: 0 / 0 / 0 / 0
Total: 0.000208 / 0.0000865 / 0.278 / 0.000121
through the flow:
stage	utilization (%)	instance area [um^2]
finish	20.4	696
global route	20.4	696
CTS	19.6	669
detailed placement	15.8	541
global placement	15.8	541
floorplan	-	390
Power figures rest on the tool's default switching activity, not on a simulated workload.

$ cat design/flow/design.v
`timescale 1ns / 1ps
module control(disp,
clk, btn_m, btn_a, btn_e, num_in, clr);
	input clk;
	input btn_m, btn_a, btn_e, clr;
	input [7:0] num_in;
	output reg [15:0] disp = 0;
	reg [7:0] a = 0;
	reg [16:0] m = 0;
	reg [3:0] state = 0;
	integer c = 0;
	always @(posedge clk) begin
		if(clr) begin
			state <= 3'b000;
			disp <= 0;
			a <= 0;
			m <= 0;
		end
		case (state)
			0:begin     
				c <= 0;
				m <= 0;
				a <= 0;
				if(btn_m)   
					state <= 1;			
				else if(btn_a)   
					state <= 7;		
				else state <= 0;
				a <= num_in;
			end
			1:begin  
				disp[15:8] <= 0;
				disp[7:0] <= a;
				if(btn_e)
					state <= 2;
			end
			2:begin  
				state <= 3;
				m[7:0] <= num_in;
			end
			3:begin  
				if(c == 8) 
					state <= 6;
				else
					state <= 4;
				c <= c+1;
			end
			4:begin
				if(m[0]) state <= 5;
				else state <= 3;
				m <= m>>1;
			end
			5:begin
				m[15:7] <= m[15:7] + a;
				state <= 3;
			end
			6:begin  
				state <= 0;
				disp <= m[15:0];
			end
			7:begin  
				disp[15:8] <= 0;
				disp[7:0] <= a;
				if(btn_e)	state <= 8;
				else state <= 7;
			end
			8:begin  
				state <= 0;
				disp[15:8] <= 0;
				disp[7:0] <= num_in + a;
			end
			default: ;
		endcase
	end
endmodule
$ cat design/flow/run.sh
#!/bin/bash
# OpenROAD 26Q1-2900-gdf79404cd8, Yosys 0.63+post, stock flow scripts
make -C /OpenROAD-flow-scripts/flow DESIGN_CONFIG=/design/flow/config.mk WORK_HOME=/design/flow/orfs finish
$ cat design/flow/config.mk
export PLATFORM = sky130hd
export DESIGN_NAME = control
export DESIGN_NICKNAME = control
export VERILOG_FILES = /design/flow/design.v
export SDC_FILE = /design/flow/constraint.sdc
export NUM_CORES = 4
export LEC_CHECK = 1
export CORE_UTILIZATION = 40
$ cat design/flow/constraint.sdc
current_design control

set clk_period 5.2
set clk_io_pct 0.2

create_clock -name clk0 -period $clk_period [get_ports {clk}]

set non_clock_inputs [all_inputs -no_clocks]
set_input_delay [expr $clk_period * $clk_io_pct] -clock clk0 $non_clock_inputs
set_output_delay [expr $clk_period * $clk_io_pct] -clock clk0 [all_outputs]
==> run summary <==
Setup TNS -> 0 ns
Tot GR Track Use -> 0.179
Die Y -> 108 um
Main logic family -> simple AND/OR/NAND/NOR gates
Hold Violations, Final -> 0
Setup bufs post-CTS -> 0
Adder Area Share -> 0.0561
Die Span X -> 108 um
Slew headroom -> 0.520
Sequential area share after synthesis -> 0.498
Top Usage Layer GRT -> met1
CTS tree -> yes
Max Root-Sink Buffers -> 2
Internal power -> 1850 uW
M2 GR Usage -> 0.238
Simple share -> 0.225
Global-route met3 utilization -> 0.0460
Dpl ws -> 2.06 ns
Total congestion overflow -> 0
Cell variety after synth -> 51
Peak supply drop -> 0.285 mV
Cells after synthesis -> 444
Design area -> 5140 um2
Crit path max fanout -> 3
Flip-flops with a built-in enable -> 72
Clk sinks -> 76
Crit path DRT -> 5.28 ns
Setup WS post-layout -> 2.40 ns
Layout area overhead -> 14.2%
Clock-pin transition on the worst setup and hold timing paths -> 0.07 ns
Yosys stat cell total -> 444
Die area -> 11700 um2
N_diodes -> 0
Antenna Nets Post-Route -> 0
Fin util -> 0.472
Hold Crit Class -> reg2reg
Count of final setup violators -> 0
Std-Cell Rows -> 38
Late-Pin Clk Latency -> 0.35 ns
Clock power frac -> 0.151
DP Area -> 4940 um2
RSZ-0062 raised after global routing -> no
Leak -> 0.00180 uW
Met1 usage -> 0.318
Final Max-Slew Violation Tally -> 0
Core Util at FP -> 0.414
Total Wirelength -> 9460 um
Critical path class -> in2reg
Most used flip-flop cell -> edfxtp_1
WL/cell -> 15.4 um
IO Pins -> 29
Hold slack final -> 0.608 ns
Fraction of registers with async set/reset -> 0
Period Utilization, post-route -> 0.539
Vias in the first global route -> 3053
Pre-Repair DR Iteration Count -> 4
Layout Skew -> 0.0119 ns
DP Wirelength -> 6630 um
Layout cells sized above 1 -> 0.0672
CTS buffer count -> 9
Global-route wire length before repair -> 15500 um
Worst path arrival time -> 2.88 ns
Post-synth regs -> 76
Area fraction in compound gates -> 0.125
Status -> completed
Initial antenna violation count -> 0
Net switching power -> 1200 uW
Largest net degree at the start of global routing -> 34
Combinational share of power -> 0.390
Yosys Chip Area -> 4500 um2
Clock period minus worst slack -> 2.80 ns
Seq pwr share -> 0.459
Via-to-Cell Ratio -> 5.58
Clock Tree Root -> clkbuf_8
Sw Ratio -> 0.393
Htree depth -> 3
Pin slew with the least headroom to its limit -> 0.718 ns
Crit end category -> register
Hold Buf Count CTS -> 0
Mapped Area -> 4500 um2
GPL Wtd Cong -> 0.881
Initial DRC Count -> 261
Core area -> 10900 um2
Max-cap violations -> 0
XOR/XNOR Area Share -> 0.0564
Tool warnings -> 26
CP Launch Type -> input pin
Yosys warns -> 1
Fmax -> 357 MHz
Port Buffers -> 28
Pwr Density -> 593 nW/um2
Mux frac, synth -> 0.0114
Syn avg cell area -> 10.1 um2
Vias -> 3438
Drc violations -> 0
CTS resizes -> 0
-- cell usage in the layout, fill, tap and decap left out, types with 2 or more instances in the layout --
cell / count
edfxtp_1: 72
nor2_1: 50
o21ai_0: 32
nand2_1: 31
clkdlybuf4s50_1: 28
a21oi_1: 22
xor2_1: 19
and2_1: 18
ha_1: 17
inv_1: 14
nor3_1: 14
a22oi_1: 13
nand4_1: 12
nand3_1: 11
clkbuf_8: 11
or3_1: 10
xnor2_1: 10
nand2b_1: 7
nor4_1: 7
buf_4: 7
or4_1: 6
o211ai_1: 6
a211oi_1: 5
mux2i_1: 4
dfxtp_1: 4
a21o_1: 3
nor4b_1: 3
nor2b_1: 3
and3_1: 3
or2_2: 2
a222oi_1: 2
o22ai_1: 2
nand4b_1: 2
or4_4: 2
fa_1: 2
clkinv_2: 2
-- layer usage --
metal	up-vias	routed length (um)
met1	1619	4790
met4	0	89
met2	95	4020
li1	1714	-
met3	10	559
met5	-	0
-- path summary, 6_finish.rpt --
path | from | to | slack, ns | cells past startpoint
setup / recovery | num_in[0] | disp[6] | 2.40 | 8
hold / removal | m[11] | disp[11] | 0.61 | 1
setup reg to reg | state[2] | disp[12] | 2.54 | 4
hold reg to reg | m[11] | disp[11] | 0.61 | 1
-- area by class of cell --
| cell class | instances | area, um2 |
|---|---|---|
| clock buffers | 12 | 155 |
| clock inverters | 4 | 47.5 |
| fillers | 986 | 5750 |
| inverters | 15 | 56.3 |
| multi-input cells | 334 | 2130 |
| flip-flops and latches | 76 | 2240 |
| well taps | 140 | 175 |
| repair buffers | 35 | 333 |
-- power groups by stage --
stage / sequential (uW) / combinational, uW / clock [uW]
final: 1400 / 1190 / 462
after global routing: 1450 / 1340 / 498
after CTS: 1390 / 1190 / 474
-- cell usage after synthesis (2+ instances only) --
| master | instances | area, um2 |
|---|---|---|
| or2_2 | 2 | 12.5 |
| xnor2_1 | 10 | 87.6 |
| dfxtp_1 | 4 | 80.1 |
| nor3_1 | 14 | 70.1 |
| fa_1 | 2 | 40.0 |
| or4_1 | 6 | 45.0 |
| nand4b_1 | 2 | 17.5 |
| a21oi_1 | 22 | 110 |
| clkbuf_1 | 18 | 67.6 |
| and2_1 | 18 | 113 |
| nand2b_1 | 7 | 43.8 |
| o22ai_1 | 2 | 12.5 |
| a21o_1 | 3 | 22.5 |
| nor2b_1 | 3 | 18.8 |
| and3_1 | 3 | 18.8 |
| nand3_1 | 11 | 55.1 |
| or4_4 | 2 | 22.5 |
| a22oi_1 | 13 | 97.6 |
| nand4_1 | 12 | 75.1 |
| nor4_1 | 7 | 43.8 |
| a211oi_1 | 5 | 37.5 |
| or3_1 | 10 | 62.6 |
| xor2_1 | 19 | 166 |
| nor4b_1 | 3 | 26.3 |
| o211ai_1 | 6 | 45.0 |
| nand2_1 | 31 | 116 |
| inv_1 | 14 | 52.6 |
| edfxtp_1 | 72 | 2160 |
| mux2i_1 | 4 | 40.0 |
| nor2_1 | 50 | 188 |
| o21ai_0 | 32 | 160 |
| ha_1 | 17 | 213 |
| a222oi_1 | 2 | 20.0 |
-- per-stage QoR --
step | instances | power [uW]
2_1_floorplan | 444 | 2170
3_3_place_gp | 600 | 2570
3_5_place_dp | 600 | 2580
4_1_cts | 616 | 3050
5_1_grt | 616 | 3290
6_report | 616 | 3050
-- registers in the layout (all words and copies together), names as in the netlist --
name / count
disp: 16
state: 4
a: 8
m: 16
c: 32
-- kinds of logic after synthesis --
logic type	Yosys count
buffers and inverters	34
and+or+nand+nor	189
adders and majority gates	19
muxes	5
AOI/OAI and AO/OA	92
xor gates and xnor gates	29
DFF	76
-- worst max-delay path, cell delays in order --
cell and delay, ns:
clkdlybuf4s50_1 0.45, ha_1 0.25, fa_1 0.42, a21oi_1 0.19
o21ai_0 0.11, a21oi_1 0.18, xor2_1 0.14, o21ai_0 0.08
Power is estimated from default activity; no workload was simulated.
